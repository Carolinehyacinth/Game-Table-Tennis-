==> flow/design.v <==
`timescale 1ns / 1ps
module divider(clk,clk_out);
    parameter timer = 999_999;
	 input clk;
	 output clk_out;
	 reg [31:0]count = 32'd0;
	 reg clk_out = 1'b0;
	 always @ (posedge clk)
	 begin
        if(count == timer)
        begin
		      count <= 32'd0;
				clk_out <= 1'b1;
        end	
        else
        begin
		      count <= count + 32'd1;
				clk_out <= 1'b0;
        end		  
	 end
endmodule
==> flow/run.sh <==
#!/bin/bash
# OpenROAD 26Q1-2900-gdf79404cd8, Yosys 0.63+post, stock flow scripts
make -C /OpenROAD-flow-scripts/flow DESIGN_CONFIG=/design/flow/config.mk WORK_HOME=/design/flow/orfs finish
==> flow/config.mk <==
export PLATFORM = sky130hd
export DESIGN_NAME = divider
export DESIGN_NICKNAME = divider
export VERILOG_FILES = /design/flow/design.v
export SDC_FILE = /design/flow/constraint.sdc
export NUM_CORES = 4
export LEC_CHECK = 1
export CORE_AREA = 10 10 105 105
export DIE_AREA = 0 0 115 115
==> flow/constraint.sdc <==
current_design divider

set clk_period 5.3
set clk_io_pct 0.2

create_clock -name clk0 -period $clk_period [get_ports {clk}]

set non_clock_inputs [all_inputs -no_clocks]
set_input_delay [expr $clk_period * $clk_io_pct] -clock clk0 $non_clock_inputs
set_output_delay [expr $clk_period * $clk_io_pct] -clock clk0 [all_outputs]
==> impl_metrics.tcl <==
# collected from the flow reports
set metrics [dict create \
    maxSlewViolCount 0 \
    drtIter0Drc 93 \
    route.detailed.vias_per_inst 4.22 \
    cts.hold.buffers_added 0 \
    drtPass1Iterations 4 \
    route.detailed.wl_per_inst_um 10.6 \
    min-delay-start "count[0]" \
    max-vdd-ir-drop_uv 161 \
    cpPeakStageDelay_ns 0.46 \
    grt.overflow.total 0 \
    detail-route-antenna-nets 0 \
    ys_area_um2 1470 \
    globalplace.congestion 0.911 \
    route.vias.total 1144 \
    sum_of_net_half_perimeters_after_detailed_placement_um 2030 \
    grt_pass1_wl_um 4990 \
    ys_types 33 \
    worst-slew-pin-transition_ns 0.846 \
    cts_tree "built" \
    finalSetupViolCount 0 \
    nFillCells 972 \
    postSynth.topFlopCell "sky130_fd_sc_hd__dfxtp_1" \
    yosysWarningCount 1 \
    path_cells "clkdlybuf4s50_1" \
    post_synth_inst_count 158 \
    worstReg2RegStart "count[0]" \
    openroad.warnings 25 \
    clk_pin_slew_worst_paths_ns 0.06 \
    crit_path_end_kind "primary output" \
    slew-limit-headroom 0.432 \
    area_delta_synth_final_pct 14.7 \
    clock-skew-final_ns 0.00494 \
    finalCritPeriodShare 0.397 \
    drt_drc_violations_left 0 \
    h-tree-depth 2 \
    route.antenna.diode_count 0 \
    yosys_register_bits 33 \
    detail_route.wirelength_um 2870 \
    cts.repair_timing.setup_buffer_count 0 \
    clk_latency_ns 0.28 \
    fp-row-count 34 \
    p_leak_nw 0.517 \
    cts-resized-gates 0 \
    synth_top_area_share 0.450 \
    critical_path_required_ns 4.24 \
    max-clock-path-buffers 2 \
    worst_setup_path_start_kind "flip-flop" \
    worst_hold_path_type "flip-flop to flip-flop" \
    grtUsageTotal 0.0439 \
    setup.worst_path.start "clk_out" \
    status "completed" \
    final.min_clock_period_ns 2.10 \
    die_wd_um 115 \
    register_share_after_synthesis 0.450 \
    drive_above_1_share 0.0798 \
    final_hold_viol_count 0 \
    critPathKind "flip-flop to primary output" \
    synth-async-reset-ratio 0 \
    core_util_floorplan 0.168 \
    enable_flop_cells 0 \
    synthesis.area_um2 1470 \
    max_cap_violations 0 \
    pin_count 2 \
    crit_path_max_fanout 1 \
    worst_hold_slack_ns 0.484 \
    rsz0062_at_grt "false" \
    synth_top_cell_by_count "sky130_fd_sc_hd__dfxtp_1" \
    die-height_um 115 \
    ys_top_cells_by_area "sky130_fd_sc_hd__dfxtp_1, sky130_fd_sc_hd__xnor2_1, sky130_fd_sc_hd__nand3_1" \
    critPathTopFamily "buffers and inverters" \
    synth.top_cells.by_count "sky130_fd_sc_hd__dfxtp_1, sky130_fd_sc_hd__nand3_1, sky130_fd_sc_hd__xnor2_1" \
    cts_root_buffer "sky130_fd_sc_hd__clkbuf_8" \
    ys_cells 158 \
    cp.arrival_ns 1.04 \
    grt_pass1_vias 1073 \
    dominant_cell_type_by_area_after_synthesis "sky130_fd_sc_hd__dfxtp_1" \
    clkSinkCount 33 \
    cts_made_buffers 5 \
    cp_slowest_cell "sky130_fd_sc_hd__clkdlybuf4s50_1" \
    syn-mean-instance-area_um2 9.30 \
    place.port_buffers 1 \
    setup_tns_ns 0 \
    r2r_setup_slack_ns 3.29 \
    dieArea_um2 13200 \
    fmaxAchievable_mhz 475 \
    number_of_antenna_violations_at_the_first_check_in_global_routing 0 \
    coreArea_um2 8760 \
    timing.critical_path.buf_inv 1 \
    maximum_number_of_pins_on_one_net_before_global_route_repair 11 \
    power_per_cell_area_nw_per_um2 257 \
]
worst register-to-register path, cell delays in order (launching register included):
cell and delay (ns):
sky130_fd_sc_hd__dfxtp_1 0.39, sky130_fd_sc_hd__ha_1 0.34, sky130_fd_sc_hd__inv_1 0.09, sky130_fd_sc_hd__nor3_1 0.71
sky130_fd_sc_hd__nand4_1 0.21, sky130_fd_sc_hd__xnor2_1 0.17
sequential cells by signal (all words and copies together) (netlist names):
register / cells
count: 32
clk_out: 1
logic make-up (layout without fill, tap and decap cells):
group | Yosys count | after routing | share of synthesized area
buffers and inverters | 6 | 11 | 0.0179
AND-OR/OR-AND | 11 | 11 | 0.0520
adder cells (fa/ha/maj) | 1 | 1 | 0.00852
AND/OR/NAND/NOR | 83 | 83 | 0.329
XOR/XNOR | 24 | 24 | 0.143
flip-flops | 33 | 33 | 0.450
routing by layer:
metal  GRT usage  routed length, µm  vias up
met1      0.0622               1480      524
met3      0.0127                145        5
met2      0.0676               1210       24
met5           0                  0        -
li1            -                  -      591
met4     0.00413                 34        0
cells in the final DEF (no fill, tap or decap), types with 2 or more instances in the layout:
| master | count |
|---|---|
| sky130_fd_sc_hd__nor3_2 | 2 |
| sky130_fd_sc_hd__xor2_1 | 7 |
| sky130_fd_sc_hd__nand4_1 | 12 |
| sky130_fd_sc_hd__xnor2_1 | 17 |
| sky130_fd_sc_hd__nor3_1 | 6 |
| sky130_fd_sc_hd__inv_1 | 3 |
| sky130_fd_sc_hd__nor2_1 | 8 |
| sky130_fd_sc_hd__a21oi_1 | 2 |
| sky130_fd_sc_hd__nor4b_1 | 2 |
| sky130_fd_sc_hd__nor4_1 | 5 |
| sky130_fd_sc_hd__and4_1 | 6 |
| sky130_fd_sc_hd__nand2_1 | 14 |
| sky130_fd_sc_hd__and3_1 | 3 |
| sky130_fd_sc_hd__dfxtp_1 | 33 |
| sky130_fd_sc_hd__o21ai_0 | 2 |
| sky130_fd_sc_hd__nand3_1 | 18 |
| sky130_fd_sc_hd__clkbuf_8 | 6 |
power breakdown:
| group | internal, mW | total (mW) | switching (mW) |
|---|---|---|---|
| logic | 0 | 0.000000207 | 0 |
| clock network | 0.103 | 0.185 | 0.0818 |
| registers | 0.248 | 0.248 | 0 |
metrics by stage:
stage	std cells	total power, mW	utilization	area, µm²	worst slack, ns
5_1_grt	271	0.448	0.192	1690	3.11
4_1_cts	271	0.437	0.192	1690	3.17
2_1_floorplan	158	0.254	-	1470	3.59
6_report	271	0.433	0.192	1690	3.20
3_3_place_gp	264	0.254	0.182	1600	3.33
3_5_place_dp	264	0.254	0.182	1600	3.33
area by class of cell:
cell class                      count  area [µm²]  share of cell area
Clock buffer                        7        86.3              0.0512
Tap cell                          108         135              0.0802
Sequential cell                    33         661               0.392
Inverter                            3        11.3             0.00668
Multi-Input combinational cell    119         782               0.464
Timing Repair Buffer                1        10.0             0.00594
path summary, 6_finish.rpt:
kind                to  cells after the start
max            clk_out                      1
max reg2reg  count[22]                      5
min           count[0]                      1
min reg2reg   count[0]                      1
No activity file was given, so power comes from the tool's default toggle rates.
